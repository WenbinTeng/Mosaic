==> design/flow/design.v <==
`timescale 1ns/1ps
module top_in_mem_wrapper #(
    parameter AXI_AW = 48,
    parameter AXI_DW = 8,
    parameter LII_DW = 64
)(
    input  wire                 clk,
    input  wire                 rstn,
    input  wire [AXI_AW-1:0]    aximm_araddr,
    input  wire [7:0]           aximm_arlen,
    input  wire [2:0]           aximm_arsize,
    input  wire                 aximm_arvalid,
    output reg                  aximm_arready,
    output reg  [AXI_DW-1:0]    aximm_rdata,
    output reg  [1:0]           aximm_rresp,
    output reg                  aximm_rlast,
    output reg                  aximm_rvalid,
    input  wire                 aximm_rready,
    input  wire [AXI_AW-1:0]    aximm_awaddr,
    input  wire [7:0]           aximm_awlen,
    input  wire [2:0]           aximm_awsize,
    input  wire                 aximm_awvalid,
    output reg                  aximm_awready,
    input  wire [AXI_DW-1:0]    aximm_wdata,
    input  wire [AXI_DW/8-1:0]  aximm_wstrb,
    input  wire                 aximm_wlast,
    input  wire                 aximm_wvalid,
    output reg                  aximm_wready,
    output reg  [1:0]           aximm_bresp,
    output reg                  aximm_bvalid,
    input  wire                 aximm_bready,
    output reg  [LII_DW-1:0]    lii_req_tdata,
    output reg  [LII_DW/8-1:0]  lii_req_tkeep,
    output reg  [LII_DW/8-1:0]  lii_req_tstrb,
    output reg                  lii_req_tlast,
    output reg  [7:0]           lii_req_src,
    output reg  [7:0]           lii_req_dst,
    output reg                  lii_req_tvalid,
    input  wire                 lii_req_tready,
    input  wire [LII_DW-1:0]    lii_resp_tdata,
    input  wire [LII_DW/8-1:0]  lii_resp_tkeep,
    input  wire [LII_DW/8-1:0]  lii_resp_tstrb,
    input  wire                 lii_resp_tlast,
    input  wire [7:0]           lii_resp_src,
    input  wire [7:0]           lii_resp_dst,
    input  wire                 lii_resp_tvalid,
    output reg                  lii_resp_tready,
    input  wire [7:0]           tag_alloc,
    input  wire [7:0]           cfg_src,
    input  wire [7:0]           cfg_dst
);
    localparam OP_READ  = 2'b00;
    localparam OP_WRITE = 2'b01;
    typedef enum logic [1:0] {Q_IDLE, Q_HDR_RD, Q_HDR_WR, Q_SEND_W} qstate_t;
    qstate_t qs, qs_n;
    reg [AXI_AW-1:0]    addr_q;
    reg [7:0]           len_q;
    reg [2:0]           size_q;
    reg [7:0]           tag_q;
    wire req_handshake = lii_req_tvalid & lii_req_tready;
    function [LII_DW-1:0] pack_hdr(
        input [1:0]         op,
        input [7:0]         len,
        input [2:0]         size,
        input [AXI_AW-1:0]  addr,
        input [7:0]         tag
    );
        reg [LII_DW-1:0] t;
        integer msb;
    begin
        t = 'b0;
        msb = LII_DW-1;
        t[msb -: 2] = op;        msb -= 2;
        t[msb -: 8] = len;       msb -= 8;
        t[msb -: 3] = size;      msb -= 3;
        t[msb -: AXI_AW] = addr; msb -= AXI_AW;
        t[msb -: 8]  = tag;      msb -= 8;
        pack_hdr = t;
    end
    endfunction
    always @(*) begin
        qs_n = qs;
        lii_req_tvalid = 1'b0;
        lii_req_tlast  = 1'b0;
        lii_req_tdata  = '0;
        lii_req_tkeep  = {LII_DW/8{1'b1}};
        lii_req_tstrb  = '0;
        lii_req_src   = cfg_src;
        lii_req_dst   = cfg_dst;
        aximm_arready = 1'b0;
        aximm_awready = 1'b0;
        aximm_wready  = 1'b0;
        case (qs)
            Q_IDLE: begin
                if (aximm_awvalid) begin
                    aximm_awready = 1'b1;
                    if (aximm_awvalid && aximm_awready) qs_n = Q_HDR_WR;
                end else if (aximm_arvalid) begin
                    aximm_arready = 1'b1;
                    if (aximm_arvalid && aximm_arready) qs_n = Q_HDR_RD;
                end
            end
            Q_HDR_RD: begin
                lii_req_tvalid = 1'b1;
                lii_req_tlast  = 1'b1;
                lii_req_tdata  = pack_hdr(OP_READ, len_q, size_q, addr_q, tag_q);
                if (req_handshake) qs_n = Q_IDLE;
            end
            Q_HDR_WR: begin
                lii_req_tvalid = 1'b1;
                lii_req_tlast  = 1'b0;
                lii_req_tdata  = pack_hdr(OP_WRITE, len_q, size_q, addr_q, tag_q);
                if (req_handshake) qs_n = Q_SEND_W;
            end
            Q_SEND_W: begin
                aximm_wready  = lii_req_tready;
                lii_req_tvalid = aximm_wvalid;
                lii_req_tlast  = aximm_wlast & aximm_wvalid;
                lii_req_tdata[AXI_DW-1:0]   = aximm_wdata;
                lii_req_tstrb[AXI_DW/8-1:0] = aximm_wstrb;
                lii_req_tkeep[AXI_DW/8-1:0] = aximm_wstrb;
                if (aximm_wvalid && aximm_wready && aximm_wlast) qs_n = Q_IDLE;
            end
        endcase
    end
    always @(posedge clk) begin
        if (!rstn) begin
            qs     <= Q_IDLE;
            addr_q <= '0;
            len_q  <= '0;
            size_q <= '0;
            tag_q  <= '0;
        end else begin
            qs <= qs_n;
            if (aximm_arvalid && aximm_arready) begin
                addr_q <= aximm_araddr;
                len_q  <= aximm_arlen;
                size_q <= aximm_arsize;
                tag_q  <= tag_alloc;
            end
            if (aximm_awvalid && aximm_awready) begin
                addr_q <= aximm_awaddr;
                len_q  <= aximm_awlen;
                size_q <= aximm_awsize;
                tag_q  <= tag_alloc;
            end
        end
    end
    localparam RESP_OKAY  = 2'b00;
    localparam RESP_SLVERR= 2'b10;
    wire resp_has_data = |lii_resp_tkeep;  
    always @(*) begin
        aximm_rdata    = 'b0;
        aximm_rresp    = RESP_OKAY;
        aximm_rlast    = 1'b0;
        aximm_rvalid   = 1'b0;
        aximm_bresp    = RESP_OKAY;
        aximm_bvalid   = 1'b0;
        lii_resp_tready = 1'b0;
        if (lii_resp_tvalid) begin
            if (resp_has_data) begin
                lii_resp_tready = aximm_rready;
                aximm_rvalid   = 1'b1;
                aximm_rdata    = lii_resp_tdata[AXI_DW-1:0];
                aximm_rlast    = lii_resp_tlast;
            end else begin
                lii_resp_tready = aximm_bready;
                aximm_bvalid   = 1'b1;
                aximm_bresp    = lii_resp_tdata[1:0];  
            end
        end
    end
endmodule
==> design/flow/run.sh <==
#!/bin/bash
# OpenROAD 26Q1-2900-gdf79404cd8, Yosys 0.63+post, stock flow scripts
make -C /OpenROAD-flow-scripts/flow DESIGN_CONFIG=/design/flow/config.mk WORK_HOME=/design/flow/orfs finish
==> design/flow/config.mk <==
export PLATFORM = sky130hd
export DESIGN_NAME = top_in_mem_wrapper
export DESIGN_NICKNAME = top_in_mem_wrapper
export VERILOG_FILES = /design/flow/design.v
export SDC_FILE = /design/flow/constraint.sdc
export NUM_CORES = 4
export LEC_CHECK = 1
export CORE_AREA = 10 10 155 155
export DIE_AREA = 0 0 165 165
==> design/flow/constraint.sdc <==
current_design top_in_mem_wrapper

set clk_period 6.5
set clk_io_pct 0.2

create_clock -name clk0 -period $clk_period [get_ports {clk}]

set non_clock_inputs [all_inputs -no_clocks]
set_input_delay [expr $clk_period * $clk_io_pct] -clock clk0 $non_clock_inputs
set_output_delay [expr $clk_period * $clk_io_pct] -clock clk0 [all_outputs]
==> changes_impl.md <==
### Changed

* Status: finished clean
* Layout area overhead at 66.9%
* Setup TNS at 0 ps
* Residual DRC count at 0
* Power per unit of standard cell area at 208 nW/um2
* Floorplan die width at 165 um
* Leakage power of the design at 2.46 nW
* Number of synthesized register bits at 66
* CTS tree: done
* GRT Total Usage at around 11%
* Final weighted congestion of routability-driven global placement at about 0.79
* Number of max-slew violations in the final report at 0
* Register-to-register setup slack at ~4200 ps
* Clock transition at path regs at 50 ps
* Flip-flop cell with the highest count after synthesis: sky130_fd_sc_hd__dfxtp_1
* CP max FO at 11
* Number of levels the H-tree was split into at 3
* Worst Max-Slew Pin Slew at 695 ps
* Startpoint of the worst register-to-register path: qs[3]
* Setup violations, final at 0
* Worst slew slack as a fraction of its limit at ~54%
* Standard-cell row count at 52
* Worst VDD drop at 0.118 mV
* Total routed wirelength at roughly 16 mm
* Final critical-path required period at 4600 ps
* First-pass GRT wire length at 23.7 mm
* Die y size at between 150 and 200 um
* IO Port Bufs at 240
* Worst Hold Path Cells at 2
* Top-level port count at 375
* Worst hold path class: register to register
* Worst clock skew on the final layout at 3.58 ps
* Pin count of the biggest net entering global routing at 71
* Number of nets still failing antenna checks after routing at 0
* Antenna violations before repair at 1
* Yosys cell types at 33
* Count of yosys warnings during synthesis at slightly above 1,000
* First-pass iteration count of the detailed router at 4
* Yosys Chip Area at 3960 um2
* Number of flops mapped to enable cells by yosys at 0
* Cell count in the Yosys report at 443
* Crit path required time at 5200 ps
* Number of buffers on the longest clock path at 2
* Insertion delay to the later sink of the worst-skew pair at about 330 ps
* Full die area at 27,200 um2
* Endpoint of the worst hold-timing path: tag_q[5]
* Mean cell area of the mapped netlist at 8.94 um2
* Clock sink count at ~66
* Startpoint of the most critical hold path: tag_q[5]
* Crit path arrival time at approximately 3300 ps
* Fp util at around a fifth
* Resized Gates After CTS at 0
* Post-synthesis sequential area ratio at 33.4%
* Gate Count Post-Synth at ~440
* Count of routing violations after the opening detailed-route iteration at 184
* Number of vias per cell after detailed routing at around 4.3
* Total power of the final layout at 1.37 mW
* Capture instance of the worst register-to-register path: addr_q[20]
* Setup CP Type: input port to primary output
* Hold violation count in the final report at 0
* RSZ-0062 raised after global routing: false
* Antenna fix cells at 0
* Final HPWL DP at 11.8 mm
* Total number of vias at 3,937
* Remaining global-route overflow at 0
* Number of buffers added by the clock tree synthesis step at 9
* Netlist Area Pre-Place at 3960 um2
* Tally of OpenROAD warnings at ~110
* Number of buffers inserted by hold repair at cts at 0
* Floorplan core area at 20,400 um2
* Fmax at ~220 MHz
* Vias in the first global route at ~4,000
* Setup bufs post-CTS at 0
* Average wire length per cell after detail routing at 17.7 um
* Root buf cell: sky130_fd_sc_hd__clkbuf_16
* Max cap viols at 0
* Layout cell share with drive strength beyond 1 at roughly 4%
* CP startpoint kind: input port
* Fraction of registers with async set or reset after synthesis at 0%
* Critical Path Sink Type: primary output
* Final worst-path cycle share at between 70 and 80%
* Worst-case reg-to-reg path depth at 4
[metal layers]
layer,track usage [%],part of all wire (%),wire length [um]
met4,1.45,1.3,215
met3,4.90,9.8,1580
met2,18.7,48,7810
met5,0,0.074,12
met1,13.4,40,6510
[cells in the final DEF, fill, tap and decap left out, drive strengths merged, types with 2 or more instances in the layout]
cell type	instances
clkdlybuf4s50	238
o221ai	3
a21oi	2
dfxtp	66
nand3	2
o311ai	55
a22oi	2
clkbuf	14
nand2	13
a2bb2oi	59
nor4	2
nor2b	3
mux2i	4
and3	8
a22o	8
and2	57
nor2	7
inv	3
conb	17
nand2b	57
buf	8
[power by group]
part	internal, mW	leakage [nW]	switching [mW]	total, mW
registers	0.462	0.551	0.0272	0.489
logic	0.257	1.76	0.127	0.384
clock network	0.318	0.147	0.183	0.501
total	1.04	2.46	0.337	1.37
[registers in the layout (all words and copies together) (netlist names)]
name	flops
len_q	8
addr_q	48
qs	4
tag_q	3
size_q	3
[worst max-delay path, stage by stage]
cell,delay (ps)
sky130_fd_sc_hd__clkdlybuf4s50_1,400
sky130_fd_sc_hd__nor4_1,510
sky130_fd_sc_hd__nand2_1,360
sky130_fd_sc_hd__mux2i_1,240
sky130_fd_sc_hd__clkdlybuf4s50_1,490
[how the worst max path moves through the flow]
| stage | start | to | slack, ps | depth (start not counted) |
|---|---|---|---|---|
| 4_1_cts | lii_resp_tkeep[5] | lii_resp_tready | 1910 | 5 |
| 5_1_grt | lii_resp_tkeep[5] | lii_resp_tready | 1770 | 5 |
| 6_report | lii_resp_tkeep[5] | lii_resp_tready | 1900 | 5 |
[cell type report]
| class | instances | area [um2] |
|---|---|---|
| Sequential cell | 66 | 1320 |
| Fill cell | 2146 | 13800 |
| Timing Repair Buffer | 246 | 2440 |
| Inverter | 3 | 11.3 |
| Clock inverter | 2 | 35.0 |
| Multi-Input combinational cell | 308 | 2200 |
| Tap cell | 270 | 338 |
| Clock buffer | 14 | 264 |
[cells by family after synthesis]
family | after synthesis | synth area share [%]
simple gates | 151 | 22.9
compound gates | 136 | 29.7
buf+inv | 84 | 12.8
flops | 66 | 33.4
mux | 4 | 1.01
other cells | 2 | 0.190
[per-stage QoR]
step,utilization [%],cell area [um2],hold WS [ps],setup WS [ps],std cells
after floorplan,-,4020,434,3010,458
after global placement,30.9,6310,455,1910,893
after detailed placement,30.9,6310,453,1920,893
after CTS,32.4,6610,470,1910,909
after global routing,32.4,6610,478,1770,909
final,32.4,6610,470,1900,909
[cell usage after synthesis, types with 2 or more instances]
master,n,area share (%)
sky130_fd_sc_hd__buf_6,7,2.0
sky130_fd_sc_hd__and2_1,57,9.0
sky130_fd_sc_hd__o311ai_0,55,12
sky130_fd_sc_hd__a21oi_1,2,0.25
sky130_fd_sc_hd__nor2_1,6,0.57
sky130_fd_sc_hd__nand2_1,13,1.2
sky130_fd_sc_hd__and3_1,8,1.3
sky130_fd_sc_hd__o221ai_1,3,0.66
sky130_fd_sc_hd__buf_2,4,0.51
sky130_fd_sc_hd__nand2b_1,57,9.0
sky130_fd_sc_hd__buf_4,36,6.8
sky130_fd_sc_hd__mux2i_1,4,1.0
sky130_fd_sc_hd__buf_1,4,0.38
sky130_fd_sc_hd__inv_1,3,0.28
sky130_fd_sc_hd__nand3_1,2,0.25
sky130_fd_sc_hd__nor2b_1,3,0.47
sky130_fd_sc_hd__a22oi_1,2,0.38
sky130_fd_sc_hd__nor4_1,2,0.32
sky130_fd_sc_hd__conb_1,2,0.19
sky130_fd_sc_hd__a2bb2oi_1,59,13
sky130_fd_sc_hd__clkbuf_1,30,2.8
sky130_fd_sc_hd__dfxtp_1,66,33
sky130_fd_sc_hd__a22o_1,8,1.8
Power and IR drop assume default switching activity.
