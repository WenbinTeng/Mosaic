==> flow/design.v <==
`timescale 1ns/1ps
module top_out_mem_wrapper #(
    parameter AXI_AW = 48,
    parameter AXI_DW = 8,
    parameter LII_DW = 64
)(
    input  wire                 clk,
    input  wire                 rstn,
    input  wire [AXI_AW-1:0]    aximm_araddr,
    input  wire [7:0]           aximm_arlen,
    input  wire [2:0]           aximm_arsize,
    input  wire                 aximm_arvalid,
    output reg                  aximm_arready,
    output reg  [AXI_DW-1:0]    aximm_rdata,
    output reg  [1:0]           aximm_rresp,
    output reg                  aximm_rlast,
    output reg                  aximm_rvalid,
    input  wire                 aximm_rready,
    input  wire [AXI_AW-1:0]    aximm_awaddr,
    input  wire [7:0]           aximm_awlen,
    input  wire [2:0]           aximm_awsize,
    input  wire                 aximm_awvalid,
    output reg                  aximm_awready,
    input  wire [AXI_DW-1:0]    aximm_wdata,
    input  wire [AXI_DW/8-1:0]  aximm_wstrb,
    input  wire                 aximm_wlast,
    input  wire                 aximm_wvalid,
    output reg                  aximm_wready,
    output reg  [1:0]           aximm_bresp,
    output reg                  aximm_bvalid,
    input  wire                 aximm_bready,
    output reg  [LII_DW-1:0]    lii_req_tdata,
    output reg  [LII_DW/8-1:0]  lii_req_tkeep,
    output reg  [LII_DW/8-1:0]  lii_req_tstrb,
    output reg                  lii_req_tlast,
    output reg  [7:0]           lii_req_src,
    output reg  [7:0]           lii_req_dst,
    output reg                  lii_req_tvalid,
    input  wire                 lii_req_tready,
    input  wire [LII_DW-1:0]    lii_resp_tdata,
    input  wire [LII_DW/8-1:0]  lii_resp_tkeep,
    input  wire [LII_DW/8-1:0]  lii_resp_tstrb,
    input  wire                 lii_resp_tlast,
    input  wire [7:0]           lii_resp_src,
    input  wire [7:0]           lii_resp_dst,
    input  wire                 lii_resp_tvalid,
    output reg                  lii_resp_tready,
    input  wire [7:0]           tag_alloc,
    input  wire [7:0]           cfg_src,
    input  wire [7:0]           cfg_dst
);
    localparam OP_READ  = 2'b00;
    localparam OP_WRITE = 2'b01;
    typedef enum logic [1:0] {Q_IDLE, Q_HDR_RD, Q_HDR_WR, Q_SEND_W} qstate_t;
    qstate_t qs, qs_n;
    reg [AXI_AW-1:0]    addr_q;
    reg [7:0]           len_q;
    reg [2:0]           size_q;
    reg [7:0]           tag_q;
    wire req_handshake = lii_req_tvalid & lii_req_tready;
    function [LII_DW-1:0] pack_hdr(
        input [1:0]         op,
        input [7:0]         len,
        input [2:0]         size,
        input [AXI_AW-1:0]  addr,
        input [7:0]         tag
    );
        reg [LII_DW-1:0] t;
        integer msb;
    begin
        t = 'b0;
        msb = LII_DW-1;
        t[msb -: 2] = op;        msb -= 2;
        t[msb -: 8] = len;       msb -= 8;
        t[msb -: 3] = size;      msb -= 3;
        t[msb -: AXI_AW] = addr; msb -= AXI_AW;
        t[msb -: 8]  = tag;      msb -= 8;
        pack_hdr = t;
    end
    endfunction
    always @(*) begin
        qs_n = qs;
        lii_req_tvalid = 1'b0;
        lii_req_tlast  = 1'b0;
        lii_req_tdata  = '0;
        lii_req_tkeep  = {LII_DW/8{1'b1}};
        lii_req_tstrb  = '0;
        lii_req_src   = cfg_src;
        lii_req_dst   = cfg_dst;
        aximm_arready = 1'b0;
        aximm_awready = 1'b0;
        aximm_wready  = 1'b0;
        case (qs)
            Q_IDLE: begin
                if (aximm_awvalid) begin
                    aximm_awready = 1'b1;
                    if (aximm_awvalid && aximm_awready) qs_n = Q_HDR_WR;
                end else if (aximm_arvalid) begin
                    aximm_arready = 1'b1;
                    if (aximm_arvalid && aximm_arready) qs_n = Q_HDR_RD;
                end
            end
            Q_HDR_RD: begin
                lii_req_tvalid = 1'b1;
                lii_req_tlast  = 1'b1;
                lii_req_tdata  = pack_hdr(OP_READ, len_q, size_q, addr_q, tag_q);
                if (req_handshake) qs_n = Q_IDLE;
            end
            Q_HDR_WR: begin
                lii_req_tvalid = 1'b1;
                lii_req_tlast  = 1'b0;
                lii_req_tdata  = pack_hdr(OP_WRITE, len_q, size_q, addr_q, tag_q);
                if (req_handshake) qs_n = Q_SEND_W;
            end
            Q_SEND_W: begin
                aximm_wready  = lii_req_tready;
                lii_req_tvalid = aximm_wvalid;
                lii_req_tlast  = aximm_wlast & aximm_wvalid;
                lii_req_tdata[AXI_DW-1:0]   = aximm_wdata;
                lii_req_tstrb[AXI_DW/8-1:0] = aximm_wstrb;
                lii_req_tkeep[AXI_DW/8-1:0] = aximm_wstrb;
                if (aximm_wvalid && aximm_wready && aximm_wlast) qs_n = Q_IDLE;
            end
        endcase
    end
    always @(posedge clk) begin
        if (!rstn) begin
            qs     <= Q_IDLE;
            addr_q <= '0;
            len_q  <= '0;
            size_q <= '0;
            tag_q  <= '0;
        end else begin
            qs <= qs_n;
            if (aximm_arvalid && aximm_arready) begin
                addr_q <= aximm_araddr;
                len_q  <= aximm_arlen;
                size_q <= aximm_arsize;
                tag_q  <= tag_alloc;
            end
            if (aximm_awvalid && aximm_awready) begin
                addr_q <= aximm_awaddr;
                len_q  <= aximm_awlen;
                size_q <= aximm_awsize;
                tag_q  <= tag_alloc;
            end
        end
    end
    localparam RESP_OKAY  = 2'b00;
    localparam RESP_SLVERR= 2'b10;
    wire resp_has_data = |lii_resp_tkeep;  
    always @(*) begin
        aximm_rdata    = 'b0;
        aximm_rresp    = RESP_OKAY;
        aximm_rlast    = 1'b0;
        aximm_rvalid   = 1'b0;
        aximm_bresp    = RESP_OKAY;
        aximm_bvalid   = 1'b0;
        lii_resp_tready = 1'b0;
        if (lii_resp_tvalid) begin
            if (resp_has_data) begin
                lii_resp_tready = aximm_rready;
                aximm_rvalid   = 1'b1;
                aximm_rdata    = lii_resp_tdata[AXI_DW-1:0];
                aximm_rlast    = lii_resp_tlast;
            end else begin
                lii_resp_tready = aximm_bready;
                aximm_bvalid   = 1'b1;
                aximm_bresp    = lii_resp_tdata[1:0];  
            end
        end
    end
endmodule
==> flow/run.sh <==
#!/bin/bash
# OpenROAD 26Q1-2900-gdf79404cd8, Yosys 0.63+post, stock flow scripts
make -C /OpenROAD-flow-scripts/flow DESIGN_CONFIG=/design/flow/config.mk WORK_HOME=/design/flow/orfs finish
==> flow/config.mk <==
export PLATFORM = sky130hd
export DESIGN_NAME = top_out_mem_wrapper
export DESIGN_NICKNAME = top_out_mem_wrapper
export VERILOG_FILES = /design/flow/design.v
export SDC_FILE = /design/flow/constraint.sdc
export NUM_CORES = 4
export LEC_CHECK = 1
export CORE_AREA = 10 10 155 155
export DIE_AREA = 0 0 165 165
==> flow/constraint.sdc <==
current_design top_out_mem_wrapper

set clk_period 10.8
set clk_io_pct 0.2

create_clock -name clk0 -period $clk_period [get_ports {clk}]

set non_clock_inputs [all_inputs -no_clocks]
set_input_delay [expr $clk_period * $clk_io_pct] -clock clk0 $non_clock_inputs
set_output_delay [expr $clk_period * $clk_io_pct] -clock clk0 [all_outputs]
==> flow_summary.toml <==
# generated from flow reports
[run_status]
status = "finished, final reports clean"

[global_route]
grt_antenna_before_repair = 0
grt_max_degree = 71
grt_pass1_vias = 3940
grt_usage = 0.112
grt_pass1_wl_mm = 23.7
gr-total-overflow = 0

[cells_and_area]
layout_top_cells = "clkdlybuf4s50_1, dfxtp_1, a2bb2oi_1, and2_1, nand2b_1"
layout.cells.most_common = "clkdlybuf4s50_1"
drive_gt1_frac = 0.0408
areaGrowthSynthToFinish_pct = 66.6
fillCellCount = 2174
final_cell_area_mm2 = 0.00660
regArea_mm2 = 0.00132
logic_area_mm2 = 0.00220

[sta]
post-route-min-period_ns = 6.30
fmax_ghz = 0.159
skew_ns = 0.00576
slew_headroom = 0.519
worst_slew_pin_slew_ns = 0.721
final_hold_viol_count = 0
rsz0062_at_grt = "false"
setup_viol = 0
fin_setup_tns_ns = 0
maxSlewViolCount = 0
finalClockPeriodUsage = 0.583

[yosys]
synth_flop_count = 66
edf_count = 0
synthArstFlopShare = 0
ys_chip_area_mm2 = 0.00396
avgSynthCellArea_um2 = 8.94
dominantRegCellSynth = "dfxtp_1"
netlist_instances = 443
synth_area_mm2 = 0.00396
synth.distinct_cells = 33
ys_warn_count = 1025
top_cells_by_area = "dfxtp_1, a2bb2oi_1, o311ai_0, and2_1, nand2b_1"
synth_seq_share = 0.334
top_area_frac = 0.334
ys_cells = 443
yosys.area.top_type = "dfxtp_1"

[critical_path]
r2r-start = "qs[3]$_DFF_P_"
r2r_cells = 4
r2r_setup_slack_ns = 8.42
critPathKind = "primary input to output pin"
critPathRequiredTime_ns = 8.64
cp-end-kind = "output pin"
worstPathArrival_ns = 4.14
cp_max_fo = 11
r2r_end = "addr_q[20]$_SDFFE_PN0P_"
start_kind = "primary input"

[clock_network]
clock.latency.late_pin_ns = 0.34
htree_levels = 3
root_buffer = "clkbuf_16"
post_cts.repair.setup_buffers = 0
numCtsBuffers = 9
cts.repair.resized = 0
cts_tree = "done"
clk_pin_slew_worst_paths_ns = 0.06
numClockSinks = 66
hold_buffers = 0
clk_path_buf_depth = 2

[run]
cap_violations = 0
warning_count = 110

[detailed_routing]
drc = 0
wl_mm = 16.2
firstDrtPassIters = 6
vias_per_cell = 4.33
routedWlPerCell_um = 17.8
diodes = 0
drtAntennaViolNets = 0
first_iter_violations = 215
via_count = 3931

[worst_hold_path]
hold_start = "tag_q[5]$_SDFFE_PN0P_"
worstHoldEndpoint = "tag_q[5]$_SDFFE_PN0P_"
whs_path_depth = 2
hp-class = "flip-flop to flip-flop"

[floorplanning]
die_area_mm2 = 0.0272
ios = 375
core_mm2 = 0.0204
fp.dieW_um = 165
initial_core_util = 0.194
die_height_um = 165
num_rows = 52

[power_and_ir_drop]
peakVddDrop_uv = 68.8
power.density_mw_per_mm2 = 124
p_leak_nw = 2.46

[place]
numPortBuffers = 240
hpwl_mm = 11.8
placed_area_mm2 = 0.00631
gp_congestion = 0.788
-- synthesized netlist by cell type (all sizes together), types with 2 or more instances --
| cell | instances |
|---|---|
| and3 | 8 |
| o311ai | 55 |
| inv | 3 |
| a22oi | 2 |
| nand3 | 2 |
| mux2i | 4 |
| o221ai | 3 |
| nor2b | 3 |
| nor4 | 2 |
| nor2 | 7 |
| dfxtp | 66 |
| buf | 51 |
| clkbuf | 30 |
| conb | 2 |
| a21oi | 2 |
| nand2b | 57 |
| and2 | 57 |
| a22o | 8 |
| nand2 | 13 |
| a2bb2oi | 59 |
-- critical path, stage by stage --
cell and delay (ns):
clkdlybuf4s50_1 0.40, nor4_1 0.50, nand2_1 0.35, mux2i_1 0.23, clkdlybuf4s50_1 0.49
-- final cells by class --
cell class | count | share of cell area
clock buffers | 12 | 0.0374
clock inverters | 3 | 0.00607
inverters | 3 | 0.00171
multi-input cells | 308 | 0.334
flip-flops and latches | 66 | 0.200
well taps | 270 | 0.0512
repair buffers | 246 | 0.370
-- stage by stage --
| step | setup WS (ns) | total power, mW | util | std cells | hold slack (ns) |
|---|---|---|---|---|---|
| 2_1_floorplan | 5.59 | 0.407 | - | 458 | 0.434 |
| 4_1_cts | 4.48 | 0.836 | 0.323 | 908 | 0.473 |
| 6_report | 4.50 | 0.817 | 0.323 | 908 | 0.473 |
| 3_5_place_dp | 4.50 | 0.535 | 0.309 | 893 | 0.457 |
| 3_3_place_gp | 4.49 | 0.534 | 0.309 | 893 | 0.455 |
| 5_1_grt | 4.31 | 0.864 | 0.323 | 908 | 0.485 |
-- worst max path at each step --
stage            startpoint  depth (start not counted)              end
5_1_grt   lii_resp_tkeep[5]                          5  lii_resp_tready
6_report  lii_resp_tkeep[5]                          5  lii_resp_tready
4_1_cts   lii_resp_tkeep[5]                          5  lii_resp_tready
-- layer usage --
| layer | up-vias | wire length [µm] | GRT usage |
|---|---|---|---|
| met5 | - | 0 | 0 |
| met4 | 0 | 260 | 0.0181 |
| met3 | 18 | 1570 | 0.0495 |
| li1 | 1972 | - | - |
| met1 | 1789 | 6690 | 0.139 |
| met2 | 152 | 7630 | 0.179 |
-- sequential cells by signal (all words and copies together) (netlist names) --
signal and count:
addr_q 48, len_q 8, qs 4, size_q 3
tag_q 3
-- cells by family (layout without fill, tap and decap cells) --
family,after synthesis,in the layout,share of synthesized area
DFF,66,66,0.334
muxes,4,4,0.0101
and+or+nand+nor,151,151,0.229
buffers and inverters,84,264,0.128
AOI/OAI and AO/OA,136,136,0.297
other,2,17,0.00190
-- where the power goes --
group	total, mW	leakage (nW)	internal, mW	switching [mW]
logic	0.232	1.76	0.155	0.0773
registers	0.294	0.551	0.278	0.0162
clock network	0.291	0.142	0.183	0.108
Power and IR drop assume default switching activity.
